--- flow/run.sh ---
#!/bin/bash
# OpenROAD 26Q1-2900-gdf79404cd8, Yosys 0.63+post, stock flow scripts
make -C /OpenROAD-flow-scripts/flow DESIGN_CONFIG=/design/flow/config.mk WORK_HOME=/design/flow/orfs finish
--- flow/config.mk ---
export PLATFORM = sky130hd
export DESIGN_NAME = icache_wrapper
export DESIGN_NICKNAME = icache_wrapper
export VERILOG_FILES = /design/flow/design.v
export SDC_FILE = /design/flow/constraint.sdc
export NUM_CORES = 4
export LEC_CHECK = 1
export CORE_UTILIZATION = 40
export SYNTH_MEMORY_MAX_BITS = 65536
--- flow/constraint.sdc ---
current_design icache_wrapper

set clk_period 138.1
set clk_io_pct 0.2

create_clock -name clk0 -period $clk_period [get_ports {cpu_clk}]

set non_clock_inputs [all_inputs -no_clocks]
set_input_delay [expr $clk_period * $clk_io_pct] -clock clk0 $non_clock_inputs
set_output_delay [expr $clk_period * $clk_io_pct] -clock clk0 [all_outputs]
--- flow/design.v ---
`timescale 10 ns / 1 ns
module data_array(
	input                             clk,
	input  [3 - 1:0] waddr,
	input  [3 - 1:0] raddr,
	input                             wen,
	input  [256 - 1:0] wdata,
	output [256 - 1:0] rdata
);
	reg [256-1:0] array[ (1 << 3) - 1 : 0];
	always @(posedge clk)
	begin
		if(wen)
			array[waddr] <= wdata;
	end
assign rdata = array[raddr];
endmodule
`timescale 10ns / 1ns
module icache_top (
	input	      clk,
	input	      rst,
	input         from_cpu_inst_req_valid,
	input  [31:0] from_cpu_inst_req_addr,
	output        to_cpu_inst_req_ready,
	output        to_cpu_cache_rsp_valid,
	output [31:0] to_cpu_cache_rsp_data,
	input	      from_cpu_cache_rsp_ready,
	output        to_mem_rd_req_valid,
	output [31:0] to_mem_rd_req_addr,
	input         from_mem_rd_req_ready,
	input         from_mem_rd_rsp_valid,
	input  [31:0] from_mem_rd_rsp_data,
	input         from_mem_rd_rsp_last,
	output        to_mem_rd_rsp_ready
);
	reg [7:0] current_state;
	reg [7:0] next_state;
	wire state_WAIT;
	wire state_TAG_RD;
	wire state_EVICT;
	wire state_MEM_RD;
	wire state_RECV;
	wire state_REFILL;
	wire state_RESP;
	wire state_CACHE_RD;
	wire [23:0] tag;
	wire [ 2:0] index;
	wire [ 4:0] offset;
	reg [8 - 1 : 0] valid_array [4 - 1 : 0];
	wire [23:0] tag_rdata [4 - 1 : 0];
	wire [256 - 1 : 0] data_rdata [4 - 1 : 0];
	wire [256 - 1 : 0] data_wdata;
	wire [256 - 1 : 0] data_hit;
	reg [7:0] call_cnt [4 - 1:0][8 - 1:0];
	wire [1:0] replace_position;
	wire [3:0] hit_way;
	wire read_hit;
	reg [2:0] read_cnt;
	reg [31:0] read_data [7:0];
	wire [3:0] wen;
	assign {state_CACHE_RD, state_RESP, state_REFILL, state_RECV, state_MEM_RD,
			state_EVICT, state_TAG_RD, state_WAIT} = current_state;
	always @ (posedge clk) begin
		if (rst) current_state <= 8'b0;
		else current_state <= next_state;
	end
	always @ (*) begin
		case (current_state)
			8'b00000001: begin
				if (from_cpu_inst_req_valid) next_state = 8'b00000010;
				else next_state = 8'b00000001;
			end
			8'b00000010: begin
				if (read_hit) next_state = 8'b10000000;
				else next_state = 8'b00000100;
			end
			8'b00000100: next_state = 8'b00001000;
			8'b00001000: begin
				if (from_mem_rd_req_ready) next_state = 8'b00010000;
				else next_state = 8'b00001000;
			end
			8'b00010000: begin
				if (from_mem_rd_rsp_valid & from_mem_rd_rsp_last) next_state = 8'b00100000;
				else next_state = 8'b00010000;
			end
			8'b00100000: next_state = 8'b01000000;
			8'b10000000: next_state = 8'b01000000;
			8'b01000000: begin
				if (from_cpu_cache_rsp_ready) next_state = 8'b00000001;
				else next_state = 8'b01000000;
			end
			default: next_state = 8'b00000001;
		endcase
	end
	assign to_cpu_inst_req_ready = state_WAIT;
	assign to_cpu_cache_rsp_valid = state_RESP;
	assign to_mem_rd_req_valid = state_MEM_RD;
	assign to_mem_rd_rsp_ready = state_RECV;
	assign {tag, index, offset} = from_cpu_inst_req_addr;
	assign to_mem_rd_req_addr = {from_cpu_inst_req_addr[31:5], 5'b0};
	integer i_valid;
	always @ (posedge clk) begin
		if (rst) begin
			for (i_valid = 0; i_valid < 4; i_valid = i_valid + 1)
				valid_array[i_valid] <= 8'b0;
			end
		else if (state_EVICT) valid_array[replace_position][index] <= 1'b0;
		else if (state_REFILL) valid_array[replace_position][index] <= 1'b1;
	end
	assign wen[0] = state_REFILL & (~replace_position[1] & ~replace_position[0]);
	assign wen[1] = state_REFILL & (~replace_position[1] & replace_position[0]);
	assign wen[2] = state_REFILL & (replace_position[1] & ~replace_position[0]);
	assign wen[3] = state_REFILL & (replace_position[1] & replace_position[0]);
	assign data_wdata = {read_data[7], read_data[6], read_data[5], read_data[4],
						read_data[3], read_data[2], read_data[1], read_data[0]};
	assign read_hit = |hit_way;
	tag_array tag_0 (
        .clk(clk),
        .waddr(index),
        .raddr(index),
        .wen(wen[0]),
        .wdata(tag),
        .rdata(tag_rdata[0])
    );
    tag_array tag_1 (
        .clk(clk),
        .waddr(index),
        .raddr(index),
        .wen(wen[1]),
        .wdata(tag),
        .rdata(tag_rdata[1])
    );
    tag_array tag_2 (
        .clk(clk),
        .waddr(index),
        .raddr(index),
        .wen(wen[2]),
        .wdata(tag),
        .rdata(tag_rdata[2])
    );
    tag_array tag_3 (
        .clk(clk),
        .waddr(index),
        .raddr(index),
        .wen(wen[3]),
        .wdata(tag),
        .rdata(tag_rdata[3])
    );
	assign hit_way[0] = valid_array[0][index] & (tag_rdata[0] == tag);
	assign hit_way[1] = valid_array[1][index] & (tag_rdata[1] == tag);
	assign hit_way[2] = valid_array[2][index] & (tag_rdata[2] == tag);
	assign hit_way[3] = valid_array[3][index] & (tag_rdata[3] == tag);
	data_array data_0 (
		.clk(clk),
		.waddr(index),
		.raddr(index),
		.wen(wen[0]),
		.wdata(data_wdata),
		.rdata(data_rdata[0])
	);
	data_array data_1 (
		.clk(clk),
		.waddr(index),
		.raddr(index),
		.wen(wen[1]),
		.wdata(data_wdata),
		.rdata(data_rdata[1])
	);
	data_array data_2 (
		.clk(clk),
		.waddr(index),
		.raddr(index),
		.wen(wen[2]),
		.wdata(data_wdata),
		.rdata(data_rdata[2])
	);
	data_array data_3 (
		.clk(clk),
		.waddr(index),
		.raddr(index),
		.wen(wen[3]),
		.wdata(data_wdata),
		.rdata(data_rdata[3])
	);
	assign data_hit = {256{hit_way[0]}} & data_rdata[0] |
						{256{hit_way[1]}} & data_rdata[1] |
						{256{hit_way[2]}} & data_rdata[2] |
						{256{hit_way[3]}} & data_rdata[3];
	assign to_cpu_cache_rsp_data = data_hit >> {offset, 3'b0};
	integer i_call;
	always @ (posedge clk) begin
		if (rst) begin
			for (i_call = 0; i_call < 8; i_call = i_call + 1) begin
				call_cnt[0][i_call] <= 8'b0;
				call_cnt[1][i_call] <= 8'b0;
				call_cnt[2][i_call] <= 8'b0;
				call_cnt[3][i_call] <= 8'b0;
			end
		end
		else if (state_RESP && from_cpu_cache_rsp_ready)begin
			if (~hit_way[0]) call_cnt[0][index] <= call_cnt[0][index] + 1;
			if (~hit_way[1]) call_cnt[1][index] <= call_cnt[1][index] + 1;
			if (~hit_way[2]) call_cnt[2][index] <= call_cnt[2][index] + 1;
			if (~hit_way[3]) call_cnt[3][index] <= call_cnt[3][index] + 1;
		end
		else if (state_REFILL) call_cnt[replace_position][index] <= 8'b0;
	end
	assign replace_position = (~valid_array[0][index])? 2'd0 :
								(~valid_array[1][index])? 2'd1 :
								(~valid_array[2][index])? 2'd2 :
								(~valid_array[3][index])? 2'd3 :
								(call_cnt[0][index] >= call_cnt[1][index])? 
								(call_cnt[0][index] >= call_cnt[2][index])?
								(call_cnt[0][index] >= call_cnt[3][index])? 2'd0 : 2'd3 :
								(call_cnt[2][index] >= call_cnt[3][index])? 2'd2 : 2'd3 :
								(call_cnt[1][index] >= call_cnt[2][index])?
								(call_cnt[1][index] >= call_cnt[3][index])? 2'd1 : 2'd3 :
								(call_cnt[2][index] >= call_cnt[3][index])? 2'd2 : 2'd3;
	always @ (posedge clk) begin
		if (rst || state_MEM_RD && from_mem_rd_req_ready) read_cnt <= 2'b0;
		else if (state_RECV && from_mem_rd_rsp_valid) read_cnt <= read_cnt + 1'b1;
	end
	always @ (posedge clk) begin
		if (state_RECV && from_mem_rd_rsp_valid) read_data[read_cnt] <= from_mem_rd_rsp_data;
	end
endmodule
`timescale 10 ns / 1 ns
module tag_array(
	input                             clk,
	input  [3 - 1:0] waddr,
	input  [3 - 1:0] raddr,
	input                             wen,
	input  [24 - 1:0] wdata,
	output [24 - 1:0] rdata
);
	reg [24-1:0] array[ (1 << 3) - 1 : 0];
	always @(posedge clk)
	begin
		if(wen)
			array[waddr] <= wdata;
	end
assign rdata = array[raddr];
endmodule
`timescale 10 ns / 1 ns
module icache_wrapper (
	input          cpu_clk,
	input          cpu_reset,
	input  [31:0]   PC,
	input           Inst_Req_Valid,
	output          Inst_Req_Ready,
	output [31:0]   Instruction,
	output          Inst_Valid,
	input           Inst_Ready,
	output [39:0]  cpu_inst_araddr,
	input          cpu_inst_arready,
	output         cpu_inst_arvalid,
	output [ 2:0]  cpu_inst_arsize,
	output [ 1:0]  cpu_inst_arburst,
	output [ 7:0]  cpu_inst_arlen,
	input  [31:0]  cpu_inst_rdata,
	output         cpu_inst_rready,
	input          cpu_inst_rvalid,
	input          cpu_inst_rlast
);
wire [31:0] to_mem_rd_req_addr;
icache_top	u_icache (
	.clk		(cpu_clk),
	.rst		(cpu_reset),
	.from_cpu_inst_req_valid  (Inst_Req_Valid),
	.from_cpu_inst_req_addr   (PC),
	.to_cpu_inst_req_ready    (Inst_Req_Ready),
	.to_cpu_cache_rsp_valid   (Inst_Valid),
	.to_cpu_cache_rsp_data    (Instruction),
	.from_cpu_cache_rsp_ready (Inst_Ready),
	.to_mem_rd_req_valid      (cpu_inst_arvalid),
	.to_mem_rd_req_addr       (to_mem_rd_req_addr),
	.from_mem_rd_req_ready    (cpu_inst_arready),
	.from_mem_rd_rsp_valid    (cpu_inst_rvalid),
	.from_mem_rd_rsp_data     (cpu_inst_rdata),
	.from_mem_rd_rsp_last     (cpu_inst_rlast),
	.to_mem_rd_rsp_ready      (cpu_inst_rready)
);
assign cpu_inst_araddr = {8'd0, to_mem_rd_req_addr};
assign cpu_inst_arsize  = 3'b010;
assign cpu_inst_arburst = 2'b01;
assign cpu_inst_arlen   = 8'd7;
endmodule
==> results.txt <==
run metrics: Arr. time, crit path ~38000 ps, CP Data Required Time 110480 ps, crit path max fanout roughly 90, HPWL after DPL approximately 680000 um, f_max ~15 MHz, Top Layout Cells edfxtp_1 (9504), mux4_2 (2184), nand2_1 (1789), Leak Pwr ~140 nW, design area 0.425 sq mm, Area Growth Syn to Fin 13.5%, synthesized area roughly 0.37 sq mm, Vias/cell ~6, post-route ant nets 0, clock root cell clkbuf_16, minimum clock period around 65000 ps, Distinct lib cells used around 99, Top cells by area edfxtp_1 (76%), mux4_2 (13%), mux2i_1 (2.2%), TritonRoute pass-1 iters 9, vias in the first global route between 200k and 250k, yosys warns 3, number of fill cells 76373, Hold EP u_icache.data_1.array[3][45]$_DFFE_PP_, Core Region roughly 0.93 sq mm, dpl cell area 0.395 sq mm, Post CTS Setup Buffer Count 0, R2R cell count 22, Power per Cell Area 13.8 mW/mm^2, Hold/Removal Path Class reg -> reg, Starting DRT DRC Count roughly 15000, Hold Path Cell Cnt 0, via count 195490, CTS tree yes, first-pass GRT wire length between 1500000 and 2000000 um, status finished, final reports clean, Max Cap Viol 0, I/O pins 160, number of enable flip-flop cells between 9000 and 10000, Mean Syn Cell Area 20.5 sq um, cts repair resizes 0, DRT Wirelength around 1200000 um, Worst Skew roughly 110 ps, crit path kind in -> out, floorplan core density between 40% and 50%, Clock Tree Buf Depth 4, hold wc startpoint u_icache.read_data[1][13]$_DFFE_PP_, # Cells Yosys between 15000 and 20000, DR WL/cell roughly 36 um, Gate Area between 0.08 and 0.09 sq mm, CTS hold repair buffers 0, Hold Violations, Final 0, Worst-Margin Slew around 1300 ps, largest net degree at the start of global routing just over 90, vertical die size about 970 um, GPL Wtd Cong approximately 0.92, Worst Setup End Kind output port, Tcrit/Tclk final 47.2%, setup violators final 0, Peak VDD IR between 0.000015 and 0.00002 V, Synth area leader edfxtp_1, GR Overflow Total 0, Late-Pin Clk Latency between 1000 and 1500 ps, register area between 0.2 and 0.3 sq mm, PortBufs about 130, Top-area cell share 76.3%, sequential area share after synthesis 76.3%, CTS buffer count about 930, Chip Area, Yosys 0.374 sq mm, die width 969 um, asr flop ratio synth 0%, FP Rows about 350, total track usage around 28%, worst reg-to-reg setup slack around 130000 ps, initial antenna violation count 83, Synth flops around 9500, reg2reg end u_icache.data_3.array[2][87]$_DFFE_PP_, launching point of the worst reg2reg path u_icache.call_cnt[0][0]$_DFFE_PP_, fin. max-slew vios 0, H-tree depth 6, layout cells sized above 1 between 20% and 30%, startpoint types primary input, Post-route DRC 0, Log Warnings 26, headroom to the max-slew limit between 10% and 20%, clk sinks ~9500, RSZ-0062 raised after global routing no, die area about 0.94 sq mm, final total power 5.86 mW, setup_tns 0 ps, most frequent logic cell in the layout edfxtp_1, Reg clk slew, reported paths ~60 ps, Commonest flop edfxtp_1, Gate Count Post-Synth around 18000
==> logic make-up (layout without fill, tap and decap cells) <==
| group | Yosys count | after routing | synth area share [%] |
|---|---|---|---|
| AND-OR/OR-AND | 1099 | 1099 | 2.23 |
| XOR/XNOR | 115 | 115 | 0.271 |
| adder cells (fa/ha/maj) | 53 | 53 | 0.177 |
| buffers and inverters | 1188 | 2960 | 1.53 |
| flip-flops | 9515 | 9515 | 76.3 |
| multiplexers | 3150 | 3150 | 15.8 |
| other | 2 | 148 | 0.00201 |
| AND/OR/NAND/NOR | 3169 | 3169 | 3.70 |
==> how the worst max path moves through the flow <==
stage | startpoint | end | cells after the start
5_1_grt | PC[5] | Instruction[3] | 21
6_report | PC[5] | Instruction[30] | 21
4_1_cts | PC[5] | Instruction[27] | 18
==> layer usage <==
layer,global-route usage (%),routed length [um]
met5,2.17,2420
met1,29.6,338000
met2,38.2,530000
met3,25.3,250000
met4,11.3,62000
==> flip-flops by register name, indices dropped and copies added (netlist names) <==
name,flops
u_icache.call_cnt,256
u_icache.current_state,8
u_icache.data_0.array,2048
u_icache.data_1.array,2048
u_icache.data_2.array,2048
u_icache.data_3.array,2048
u_icache.read_cnt,3
u_icache.read_data,256
u_icache.tag_0.array,192
u_icache.tag_1.array,192
u_icache.tag_2.array,192
u_icache.tag_3.array,192
u_icache.valid_array,32
==> through the flow <==
stage | instances | setup slack, ps | hold slack (ps) | util [%]
global placement | 30853 | 72660 | 498 | 42.4
floorplan | 18315 | 79380 | 493 | -
finish | 32669 | 72960 | 530 | 45.6
CTS | 32547 | 72880 | 532 | 45.6
global route | 32589 | 72360 | 551 | 45.6
detailed placement | 30853 | 72910 | 523 | 42.4
==> worst max-delay path, cell delays in order <==
cell,delay (ps)
buf_16,330
buf_12,540
buf_4,670
buf_4,570
buf_4,690
mux4_2,590
mux2i_1,270
xor2_1,220
nand4_1,160
nor4_4,510
buf_4,550
nand3_4,640
buf_4,550
buf_4,350
o221ai_1,840
nor3_1,110
nor4_1,280
nand3_1,110
o21ai_1,970
buf_4,250
clkdlybuf4s50_1,470
==> synth_stat cells, drive strengths merged (17+ instances only) <==
cell type and number:
a21oi 90, xnor2 77, mux2i 827, nor2 519
clkbuf 464, buf 672, nor3 53, o21ai 97
nor4 17, a221oi 35, inv 50, o221ai 139
mux2 139, edfxtp 9504, nand2 1800, o211ai 34
nor2b 20, ha 53, nand3 270, a2bb2oi 24
nand2b 25, o2111ai 150, a22oi 64, o22ai 141
or3 21, and3 36, o22a 93, xor2 38
nand4 350, a21o 26, mux4 2184, a211oi 54
==> where the power goes <==
part           total (mW)  internal [mW]  switching, mW
registers            3.14           3.14       0.000814
clock network        2.47           1.38           1.09
logic               0.254         0.0964          0.157
total                5.86           4.61           1.25
==> layout make-up <==
type / instances / share of cell area [%]
repair buffers: 1214 / 2.35
clock buffers: 1176 / 5.75
flip-flops and latches: 9515 / 67.2
diodes: 122 / 0.0718
well taps: 12460 / 3.67
inverters: 52 / 0.0515
clock inverters: 518 / 1.18
multi-input cells: 7612 / 19.7
No activity file was given, so power comes from the tool's default toggle rates.
